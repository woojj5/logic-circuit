**flow/run.sh**
```bash
#!/bin/bash
# OpenROAD 26Q1-2900-gdf79404cd8, Yosys 0.63+post, stock flow scripts
make -C /OpenROAD-flow-scripts/flow DESIGN_CONFIG=/design/flow/config.mk WORK_HOME=/design/flow/orfs finish
```
**flow/config.mk**
```make
export PLATFORM = sky130hd
export DESIGN_NAME = CC
export DESIGN_NICKNAME = CC
export VERILOG_FILES = /design/flow/design.v
export SDC_FILE = /design/flow/constraint.sdc
export NUM_CORES = 4
export LEC_CHECK = 1
export CORE_UTILIZATION = 30
```
**flow/constraint.sdc**
```tcl
current_design CC

set clk_period 4.4
set clk_io_pct 0.2

create_clock -name clk0 -period $clk_period [get_ports {C}]

set non_clock_inputs [all_inputs -no_clocks]
set_input_delay [expr $clk_period * $clk_io_pct] -clock clk0 $non_clock_inputs
set_output_delay [expr $clk_period * $clk_io_pct] -clock clk0 [all_outputs]
```
**flow/design.v**
```verilog
module CC(
   R, C, SEG7,
   SEL, SEG_COM,
);
input R, C;
output [2:0]SEL;
output [6:0]SEG7;
output [7:0]SEG_COM;
reg [0:2]SEL;
reg [3:0]DATA_A,DATA_B,DATA_C,DATA_D;
reg [3:0]DATA_E,DATA_F,DATA_G,DATA_H;
reg [0:6]SEG7;
reg [7:0]SEG_COM;
always @(posedge R or negedge C)
begin
   if(R)
      begin
      SEL = 3'b000;
      DATA_A = 4'b0000;
      DATA_B = 4'b0000;
      DATA_C = 4'b0000;
      DATA_D = 4'b0000;
      DATA_E = 4'b0000;
      DATA_F = 4'b0000;
      DATA_G = 4'b0000;
      DATA_H = 4'b0000;
      end
   else
      begin
         SEL = SEL + 1;
         if(SEL >= 3'b111)
            begin
               DATA_A = DATA_A + 1;
                  if(DATA_A > 4'b1001)
                     begin
                        DATA_A = 4'b0000;
                        DATA_B = DATA_B + 1;
                        if(DATA_B > 4'b1001)
                           begin
                              DATA_B = 4'b0000;
                              DATA_C = DATA_C + 1;
                              if(DATA_C > 4'b1001)
                                 begin
                                    DATA_C = 4'b0000;
                                    DATA_D = DATA_D + 1;
                                    if(DATA_D > 4'b1001)
                                       begin
                                          DATA_D = 4'b0000;
                                          DATA_E = DATA_E + 1;
                                          if(DATA_E > 4'b1001)
                                             begin
                                                DATA_E = 4'b0000;
                                                DATA_F = DATA_F + 1;
                                                if(DATA_F > 4'b1001)
                                                   begin
                                                      DATA_F = 4'b0000;
                                                      DATA_G = DATA_G + 1;
                                                      if(DATA_G > 4'b1001)
                                                         begin
                                                            DATA_G = 4'b0000;
                                                            DATA_H = DATA_H + 1;
                                                            if(DATA_H > 4'b1001)
                                                               begin
                                                                  DATA_H = 4'b0000;
                                                               end
                                                         end
                                                   end
                                             end
                                       end
                                 end
                           end
                     end
            end
      end
end 
always @(SEL)
begin
   case(SEL)
      3'b000:SEG_COM=8'b11111110;
      3'b001:SEG_COM=8'b11111101;
      3'b010:SEG_COM=8'b11111011;
      3'b011:SEG_COM=8'b11110111;
      3'b100:SEG_COM=8'b11101111;
      3'b101:SEG_COM=8'b11011111;
      3'b110:SEG_COM=8'b10111111;
      3'b111:SEG_COM=8'b01111111;
      default:SEG_COM=8'b11111111;
   endcase
end
function automatic [6:0] DEC4TO7;  
   input[3:0] I; 
   begin
      case(I)
      4'b0000:DEC4TO7 = 7'b1111110;
      4'b0001:DEC4TO7 = 7'b0110000;
      4'b0010:DEC4TO7 = 7'b1101101;
      4'b0011:DEC4TO7 = 7'b1111001;
      4'b0100:DEC4TO7 = 7'b0110011;
      4'b0101:DEC4TO7 = 7'b1011011;
      4'b0110:DEC4TO7 = 7'b1011111;
      4'b0111:DEC4TO7 = 7'b1110000;
      4'b1000:DEC4TO7 = 7'b1111111;
      4'b1001:DEC4TO7 = 7'b1110011;
      default:DEC4TO7 = 7'b0000000;
      endcase
   end
endfunction
always @(SEL) 
begin
   case(SEL)
      3'b000:SEG7 = DEC4TO7(DATA_A);
      3'b001:SEG7 = DEC4TO7(DATA_B);
      3'b010:SEG7 = DEC4TO7(DATA_C);
      3'b011:SEG7 = DEC4TO7(DATA_D);
      3'b100:SEG7 = DEC4TO7(DATA_E);
      3'b101:SEG7 = DEC4TO7(DATA_F);
      3'b110:SEG7 = DEC4TO7(DATA_G);
      3'b111:SEG7 = DEC4TO7(DATA_H);
      default:SEG7 = DEC4TO7(4'b0000);
   endcase
end
endmodule
```
==> Flow_metrics.wiki <==
=== Synthesis and place and route ===
{| class="wikitable"
! Metric !! Value
|-
| Area share of and/or/nand/nor cells after synthesis || 19.81%
|-
| Total number of vias || 4718
|-
| Compound-cell area share of the yosys netlist || 30.01%
|-
| Die x size || 118.0 um
|-
| Antenna violations before repair || 0
|-
| Fraction of layout cells with a size suffix above 1 || 48.39%
|-
| Clock Root Buffer || sky130_fd_sc_hd__clkbuf_16
|-
| Overall die height || 118.0 um
|-
| Total cells reported by yosys after synthesis || 515
|-
| Worst hold slack || 0.5815 ns
|-
| Kind of start point of the critical path || register
|-
| FP Core Util || 30.60%
|-
| Top-level port count || 20
|-
| Starting DRT DRC Count || 340
|-
| H-Tree Depth || 2
|-
| Worst path required time || 3.52 ns
|-
| Hold WC Path Type || reg -> reg
|-
| Via count of the first global-routing pass || 4458
|-
| 1st-pass router iterations || 5
|-
| Buffers from clock root to sink, at most || 2
|-
| TritonCTS clock tree || done
|-
| Proportion of synthesized flip-flops having asynchronous set or reset || 100.0%
|-
| Biggest area consumer among synthesized cells || sky130_fd_sc_hd__dfrtn_1
|-
| Setup repair after global routing missed its margin || true
|-
| Leak || 3.085 nW
|-
| Cell Pwr Density || 102.2 mW/mm2
|-
| Area share of the leading cell type in the synthesized netlist || 21.70%
|-
| Number of warnings reported in the yosys synthesis log || 12
|-
| Final setup violation count || 16
|-
| Final core utilization || 51.43%
|-
| Summed instance area of the synthesized netlist || 0.004036 mm2
|-
| Routability Congestion || 0.9048
|-
| Biggest area contributors in the synthesized netlist || sky130_fd_sc_hd__dfrtn_1, sky130_fd_sc_hd__ha_1, sky130_fd_sc_hd__o21ai_0
|-
| Post-route non-filler standard cell count || 891
|-
| Leading cell types by count after synthesis || sky130_fd_sc_hd__ha_1, sky130_fd_sc_hd__inv_1, sky130_fd_sc_hd__o21ai_0
|-
| Total length of routed wires || 13740 um
|-
| Number of warnings in the stage logs || 67
|-
| Main logic family after synthesis || AND-OR/OR-AND gates
|-
| Global-route congestion overflow total || 0
|-
| Post-route worst setup slack || -0.6832 ns
|-
| Gate Count Post-Synth || 515
|-
| Category of the most critical setup path || reg -> out
|-
| Site row count || 42
|-
| Synth mux share || 4.340%
|-
| CTS sink count || 35
|-
| Worst-case headroom to the max-slew limit || 40.83%
|-
| Distinct cell type count after synthesis || 61
|-
| Diode insertion count for antenna repair || 0
|-
| Final Max Tran Viols || 0
|-
| Violated checks || setup timing
|-
| Worst slew pin tran || 0.8875 ns
|-
| Total placed cells including tap cells || 825
|-
| Number of flip-flops and latches in the synthesized netlist || 35
|-
| Placed wire-length estimate after detailed placement || 9121 um
|-
| Layout Area Growth over Synthesis || 68.07%
|-
| XOR/XNOR share of the synthesized area || 1.519%
|-
| Number of nets with antenna violations after detailed routing || 0
|-
| Global-route wire length before repair || 21360 um
|-
| Crit. End Element || output port
|-
| Core box area || 0.01319 mm2
|-
| Number of CTS-inserted buffers || 5
|-
| Yosys chip area || 0.004036 mm2
|-
| Worst-case clock skew || 0.006981 ns
|-
| Clock edge transition at the registers on the reported setup and hold paths || 0.05 ns
|-
| Critical path data arrival time || 4.20 ns
|-
| Setup TNS || -6.417 ns
|-
| Share of synthesized area occupied by flip-flops and latches || 21.70%
|-
| Post-synth EDFFs || 0
|-
| Die footprint || 0.01392 mm2
|-
| Peak supply drop || 137.0 uV
|-
| Clock network latency to the later pin of the worst-skew pair || 0.31 ns
|-
| Max FO, Critical Path || 4
|-
| Hold Violations, Final || 0
|-
| Number of design rule violations left after detail routing || 0
|-
| Post-synthesis cell type with the largest instance count || sky130_fd_sc_hd__ha_1
|-
| Main flop type || sky130_fd_sc_hd__dfrtn_1
|-
| Detailed-route wire length per cell || 15.42 um
|-
| Run status || complete, but fails checks
|-
| Maximum capacitance violations || 0
|-
| Overall Power || 0.6934 mW
|-
| Arithmetic-cell share of the synthesized area counting full adders, half adders and majority gates || 15.19%
|-
| Global-route total usage across every layer || 18.92%
|-
| Number of vias per cell after detailed routing || 5.295
|-
| Largest net degree at the start of global routing || 36
|-
| Avg Cell Area, Syn || 7.838 um2
|-
| Buffers on Ports || 19
|}
[state kept, by name, summed over array words and instances (netlist names)]
signal  count
DATA_A      4
DATA_B      4
DATA_C      4
DATA_D      4
DATA_E      4
DATA_F      4
DATA_G      4
DATA_H      4
SEL         3
[report_power, final]
part / total (mW) / switching, mW / internal [mW]
logic: 0.0102 / 0.00750 / 0.00268
clock network: 0.360 / 0.152 / 0.207
registers: 0.324 / 0 / 0.324
total: 0.693 / 0.160 / 0.534
[path summary, 6_finish.rpt]
kind,from,endpoint,slack [ns],depth (start not counted)
worst min-delay path,DATA_E[1],DATA_E[1],0.58,2
min in group asynchronous,R,DATA_E[0],3.02,3
worst max register to register,SEL[0],DATA_H[0],1.44,10
worst min register to register,DATA_E[1],DATA_E[1],0.58,2
max in group asynchronous,R,DATA_G[1],1.14,3
worst max-delay path,SEL[0],SEG7[1],-0.68,8
[worst max-delay path, stage by stage (launching register included)]
cell and delay [ns]:
sky130_fd_sc_hd__dfrtn_1 0.52, sky130_fd_sc_hd__inv_2 0.12, sky130_fd_sc_hd__ha_4 0.19, sky130_fd_sc_hd__nor2b_4 0.13
sky130_fd_sc_hd__buf_6 0.12, sky130_fd_sc_hd__buf_6 0.11, sky130_fd_sc_hd__a22oi_2 0.18, sky130_fd_sc_hd__a41oi_2 0.17
sky130_fd_sc_hd__buf_2 0.15
[metrics by stage]
step | worst slack, ns | area (um2)
finish | -0.6832 | 6784
global route | -0.7334 | 6784
CTS | -0.6845 | 6445
detailed placement | -0.8871 | 5562
global placement | -0.9118 | 5562
floorplan | -0.1292 | 4248
[cell usage in the layout (no fill, tap or decap), drive strengths merged, types with 7 or more instances in the layout]
cell,synthesis,layout
o21ai,43,43
o211ai,8,8
xnor2,7,7
ha,49,49
nand2b,13,13
a21boi,8,8
buf,7,217
a31oi,7,7
nand2,29,29
o2bb2ai,7,7
mux2i,13,13
nor3,8,8
and3b,7,7
a21oi,33,33
inv,47,47
dfrtn,35,35
nor2,32,32
a22oi,8,8
nor2b,12,12
nand3,23,23
[kinds of logic after synthesis]
group,count (synthesis)
adder cells (fa/ha/maj),49
flip-flops,35
AND-OR/OR-AND,177
AND/OR/NAND/NOR,154
multiplexers,17
buffers and inverters,76
XOR/XNOR,7
[what timing repair did]
action                                  4_1_cts  5_1_grt
hold buffers                                  0        0
resized                                     173       50
pin swaps                                    41       36
setup buffers                                43       26
gates cloned                                  0        0
endpoints found under the setup margin       18       15
[per-layer routing]
metal | track usage, % | part of all wire [%] | up-vias
met5 | 0 | 0 | -
met4 | 3.606 | 1.6 | 0
met3 | 2.772 | 4.4 | 19
met2 | 30.26 | 46 | 120
met1 | 27.49 | 48 | 2301
li1 | - | - | 2278
[cell type report]
class / count / area (um2)
fill: 1042 / 6406
multi-input combinational: 404 / 3536
timing repair buffer: 221 / 1828
sequential: 35 / 875.8
tap: 176 / 220.2
inverter: 47 / 183.9
clock buffer: 5 / 125.1
clock inverter: 3 / 15.01
Power figures rest on the tool's default switching activity, not on a simulated workload.
